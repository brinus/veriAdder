===== config.mk =====
export PLATFORM = sky130hd
export DESIGN_NAME = LYCALOBLOCK
export DESIGN_NICKNAME = LYCALOBLOCK
export VERILOG_FILES = /design/flow/design.v
export SDC_FILE = /design/flow/constraint.sdc
export NUM_CORES = 4
export LEC_CHECK = 1
export CORE_AREA = 10 10 514 514
export DIE_AREA = 0 0 524 524

===== constraint.sdc =====
current_design LYCALOBLOCK

set clk_period 11.1
set clk_io_pct 0.2

create_clock -name clk0 -period $clk_period [get_ports {CLK}]

set non_clock_inputs [all_inputs -no_clocks]
set_input_delay [expr $clk_period * $clk_io_pct] -clock clk0 $non_clock_inputs
set_output_delay [expr $clk_period * $clk_io_pct] -clock clk0 [all_outputs]

===== design.v =====
module SERDESDECODE_1(
    input [64*NSLOT-1:0] DATA,
    output [24:0] WFMSUM,
    output ANYNOTPED,
    output [3:0] MAXID,
    output [20:0] MAXWAVEFORM,
    output [7:0] TDCSUM,
    output [4:0] TDCNUM,
    output [15:0] TDCHIT,
    output [3*16-1:0] TDCVAL,
    output [15:0] DISCRSTATE
    );
    parameter SLOT=0;
    parameter NSLOT=1;
    assign WFMSUM = DATA[64*SLOT+:25];
    assign ANYNOTPED = DATA[64*SLOT+63];
    assign MAXID = DATA[64*SLOT+25+:4];
    assign MAXWAVEFORM = DATA[64*SLOT+29+:21];
    assign TDCSUM = DATA[64*SLOT+50+:8];    
    assign TDCNUM = DATA[64*SLOT+58+:5];    
    assign TDCHIT = DATA[64*SLOT+:16];    
    assign TDCVAL = DATA[64*SLOT+16+:3*16];
    assign DISCRSTATE = DATA[64*SLOT+29+:16];
endmodule
module LYCALOBLOCK(
    input CLK,
    input [1023:0] DATA,
    input signed [31:0] LYCALOTHR,
    input [255:0] LYCALOMASK,
    output reg LYCALOTRG,
    output reg LYCALOORTRG,
    output reg signed [(25+4)-1:0] LYCALOQSUM
    );
    wire [25*16-1:0] WFSUM_BOARD;
    wire [255:0] DISCR_BOARD;
    genvar iSlot;
    generate
    for (iSlot = 0; iSlot < 16; iSlot = iSlot + 1) begin
        SERDESDECODE_1 #(
            .SLOT(iSlot),
            .NSLOT(16)
        ) slot_decode (
            .DATA(DATA),
            .WFMSUM(WFSUM_BOARD[iSlot*25+:25]),
            .ANYNOTPED(),
            .MAXID(),
            .MAXWAVEFORM(),
            .TDCSUM(),
            .TDCNUM(),
            .TDCHIT(),
            .TDCVAL(),
            .DISCRSTATE(DISCR_BOARD[iSlot*16+:16])
        );
    end
    endgenerate
    reg [(25+1)*8-1:0] SUM_1;
    reg [(25+2)*4-1:0] SUM_2;
    reg [(25+3)*2-1:0] SUM_3;
    integer i;
    always @ (posedge CLK) begin
        for (i=0; i<8; i=i+1) begin
            SUM_1[i*(25+1)+:25+1] <= $signed(WFSUM_BOARD[i*(25)+:25]) + $signed(WFSUM_BOARD[(i+8)*(25)+:25]);
        end
        for (i=0; i<4; i=i+1) begin
            SUM_2[i*(25+2)+:25+2] <= $signed(SUM_1[i*(25+1)+:25+1]) + $signed(SUM_1[(i+4)*(25+1)+:25+1]);
        end
        for (i=0; i<2; i=i+1) begin
            SUM_3[i*(25+3)+:25+3] <= $signed(SUM_2[i*(25+2)+:25+2]) + $signed(SUM_2[(i+2)*(25+2)+:25+2]);
        end
        LYCALOQSUM <= $signed(SUM_3[0+:25+3]) + $signed(SUM_3[25+3+:25+3]);      
        LYCALOTRG <= (LYCALOQSUM > LYCALOTHR) ? 1 : 0;
        LYCALOORTRG <= |(DISCR_BOARD[255:0]&LYCALOMASK[255:0]);
    end
endmodule 

===== run.sh =====
#!/bin/bash
# OpenROAD 26Q1-2900-gdf79404cd8, Yosys 0.63+post, stock flow scripts
make -C /OpenROAD-flow-scripts/flow DESIGN_CONFIG=/design/flow/config.mk WORK_HOME=/design/flow/orfs finish

==> impl_metrics.env <==
# physical design summary
export IMPL_crit_type="primary input to register"
export IMPL_crit_required_ps=11610
export IMPL_dp_cells=7339
export IMPL_vias=27900
export IMPL_yosys_cell_types_count=68
export IMPL_ys_ff=403
export IMPL_routed_wl_met3_um=14100
export IMPL_worstMarginPinSlew_ps=932
export IMPL_vias_per_cell=3.74
export IMPL_wl_per_cell_um=25.1
export IMPL_insertion_delay_ps=650
export IMPL_setup_viol=0
export IMPL_io_buffers=975
export IMPL_cap_violations=0
export IMPL_io_pins=1344
export IMPL_startpoint_type="primary input"
export IMPL_cts_max_path_buffers=3
export IMPL_fin_cells=7459
export IMPL_hpwl_um=172000
export IMPL_final_layout_top_logic_cells="clkdlybuf4s50_1, ha_1, dfxtp_1"
export IMPL_p_comb_share_pct=53.6
export IMPL_power_density_mw_per_mm2=215
export IMPL_chipHeight_um=524
export IMPL_rrSetupSlack_ps=7490
export IMPL_synthCells=3015
export IMPL_fin_util_pct=17.2
export IMPL_setup_slack_ps=5830
export IMPL_cts_hold_buf=0
export IMPL_chipArea_mm2=0.275
export IMPL_antenna_found_initial=165
export IMPL_grt_pass1_vias=27500
export IMPL_route_detailed_drc=0
export IMPL_lay_top_count="clkdlybuf4s50_1"
export IMPL_synthFlopType="dfxtp_1"
export IMPL_top_layer="met5"
export IMPL_status="finished, final reports clean"
export IMPL_period_used_pct=47.5
export IMPL_drt_total_wl_um=187000
export IMPL_hp_class="register to register"
export IMPL_overflow=0
export IMPL_cp_arrival_ps=5780
export IMPL_finalSetupTns_ps=0
export IMPL_grt_max_degree=15
export IMPL_tool_warnings=393
export IMPL_drt_iter0_markers=1323
export IMPL_coreArea_mm2=0.252
export IMPL_cts_buffers=51
export IMPL_pwr_share_seq_pct=27.0
export IMPL_wl_met2_um=96800
export IMPL_yosys_area_mm2=0.0275
export IMPL_fp_utilization_pct=10.9
export IMPL_dr_pass1_iters=5
export IMPL_final_layout_size_suffix_gt1_share_pct=3.18
export IMPL_grt_pass1_wl_um=240000
export IMPL_cts_resized_gates=0
export IMPL_p_clk_share_pct=19.4
export IMPL_syn_avg_cell_area_um2=9.11
export IMPL_ys_cells=3015
export IMPL_cts_setup_buffers=0
export IMPL_ys_warn_count=1
export IMPL_internal_power_w=0.00542
export IMPL_power_switching_w=0.00389
export IMPL_slew_headroom_pct=37.2
export IMPL_place_ws_ps=5170
export IMPL_clock_sinks=403
export IMPL_fin_skew_ps=41.3
export IMPL_rsz0062_at_grt="no"
export IMPL_drtAntennaViolNets=0
export IMPL_die_x_um=524
export IMPL_fmax_mhz=190
export IMPL_yosys_stat_seqShare_pct=29.4
export IMPL_grtUsageTotal_pct=13.1
export IMPL_rows=184
export IMPL_endpoint_kind="register"
export IMPL_timing_final_hold_violations=0
export IMPL_maxSlewViolCount=0
export IMPL_hold_ws_ps=450
export IMPL_synth_edff_count=0
export IMPL_crit_fanout=4
export IMPL_cts_root_buf="clkbuf_16"
export IMPL_syn_area_mm2=0.0275
export IMPL_gp_congestion=0.926
export IMPL_area_growth_pct=57.9
export IMPL_wl_met1_um=69600
export IMPL_htreeDepth=2
export IMPL_p_sw_share_pct=41.7
export IMPL_period_minus_slack_ps=5270
export IMPL_synthArstFlopShare_pct=0
export IMPL_peakVddDrop_uv=133
export IMPL_cts_tree="built"
export IMPL_p_leak_nw=17.6
export IMPL_clk_pin_slew_ps=60
[power by group through the flow]
stage | combinational (W) | sequential [W] | clock, W
after CTS | 0.00507 | 0.00259 | 0.00189
after global routing | 0.00558 | 0.00258 | 0.00193
final | 0.00499 | 0.00252 | 0.00181
[state kept, by name (all words and copies together) (netlist names)]
signal       flops
SUM_1          208
SUM_2          108
SUM_3           56
LYCALOQSUM      29
LYCALOORTRG      1
LYCALOTRG        1
[synth_stat cells, types with 7 or more instances]
cell type    n  share of area, %
o22ai_1     10              0.23
or2_2       12              0.27
nand4_1     56               1.3
o211a_1      8              0.29
and2_1      13              0.30
or3_1       24              0.55
a22o_1      47               1.5
a21o_1     177               4.8
ha_1       418                19
nor2_1     179               2.4
dfxtp_1    403                29
clkbuf_1    14              0.19
a41o_1       9              0.33
a31oi_1     43              0.98
a211oi_1    33              0.90
nand2b_1    35              0.80
o21bai_1    44               1.2
inv_1      104               1.4
a211o_1     11              0.35
xor2_1      98               3.1
nor3_1      61               1.1
o21a_1      56               1.5
a22oi_1     41               1.1
o21ai_0    144               2.6
a2111oi_0   12              0.38
a221oi_1    49               1.6
fa_1        15               1.1
a21oi_1    251               4.6
and3_1      36              0.82
o211ai_1    16              0.44
nand2_1    125               1.7
nor4_1      11              0.25
o31ai_1     15              0.41
and4_1       9              0.29
a21boi_0    15              0.41
xnor2_1    218               6.9
nor2b_1     42              0.96
nand3_1     56               1.0
o41ai_1      8              0.25
a311oi_1     7              0.22
[final timing paths]
path         startpoint              to  cells after the start
max reg2reg   SUM_3[28]  LYCALOQSUM[27]                     11
min          SUM_1[156]       SUM_2[54]                      1
max           DATA[709]       SUM_1[99]                     10
min reg2reg  SUM_1[156]       SUM_2[54]                      1
[worst max-delay path, stage by stage]
cell and delay (ps):
clkdlybuf4s50_1 480, ha_1 250, nor3_1 620, a31oi_1 350
a41o_1 360, o41ai_1 520, o21ai_0 420, nor2_1 270
o21bai_1 110, xor2_1 160
[metal layers]
layer  track usage [%]  vias up
met2              24.3     1142
met4              3.38       76
met5                 0        -
met1              14.7    12800
li1                  -    13500
met3              3.66      367
[cell type report]
| class | instances | area [um2] |
|---|---|---|
| clock inverters | 31 | 422 |
| flip-flops and latches | 403 | 8070 |
| inverters | 104 | 390 |
| repair buffers | 990 | 9870 |
| clock buffers | 62 | 1400 |
| fillers | 27800 | 209000 |
| multi-input cells | 2494 | 19000 |
| well taps | 3348 | 4190 |
| diodes | 27 | 67.6 |
[cells by family after synthesis]
| family | synth area share (%) |
|---|---|
| compound gates | 26.2 |
| simple gates | 12.5 |
| fa+ha+maj | 20.1 |
| flops | 29.4 |
| xor+xnor | 10.1 |
| buf+inv | 1.61 |
| mux | 0.150 |
[per-stage QoR]
step / total power, W / cell area (um2)
detailed placement: 0.00764 / 41500
CTS: 0.00955 / 43300
global placement: 0.00761 / 41500
global route: 0.0101 / 43400
finish: 0.00931 / 43400
floorplan: 0.00558 / 27500
No activity file was given, so power comes from the tool's default toggle rates.
